File: ./config.mk
export PLATFORM = sky130hd
export DESIGN_NAME = RS232_TX
export DESIGN_NICKNAME = RS232_TX
export VERILOG_FILES = /design/flow/design.v
export SDC_FILE = /design/flow/constraint.sdc
export NUM_CORES = 4
export LEC_CHECK = 1
export CORE_UTILIZATION = 50
File: ./constraint.sdc
current_design RS232_TX

set clk_period 4.3
set clk_io_pct 0.2

create_clock -name clk0 -period $clk_period [get_ports {clock}]

set non_clock_inputs [all_inputs -no_clocks]
set_input_delay [expr $clk_period * $clk_io_pct] -clock clk0 $non_clock_inputs
set_output_delay [expr $clk_period * $clk_io_pct] -clock clk0 [all_outputs]
File: ./design.v
module RS232_TX
#(
	parameter baud = 9600, mhz = 50
 )
(
	input clock,
	input reset,
	output reg RS232_DCE_TXD,
	input [7:0] transmit_data,
	input tx_vld,
	output reg tx_rdy
);
parameter txd_bit_per = (mhz*1_000_000)/baud;
parameter st_ready = 2'b00;
parameter st_start_bit = 2'b01;
parameter st_data_bits = 2'b10;
parameter st_stop_bit = 2'b11;
reg [1:0] state = st_ready;
reg [1:0] n_state = st_ready;
reg [31:0] counter;
reg [31:0] n_counter;
reg [2:0] data_bit_count;
reg [2:0] n_data_bit_count;
reg [7:0] tx_data;
always @ (*)
begin
	n_state <= state;
	n_counter <= counter;
	n_data_bit_count <= data_bit_count;
	if(reset == 1'b1)
		RS232_DCE_TXD <= 1'b0;
	else
	case(state)
	st_ready:
		begin	
			if(tx_vld == 1'b1) begin
				tx_rdy <= 1'b0;
				tx_data <= transmit_data;
				n_state <= st_start_bit;
			end
			else begin
				RS232_DCE_TXD <= 1'b0;
				tx_rdy <= 1'b1;
				n_state <= st_ready;
				n_counter <= 0;
				n_data_bit_count <= 0;
			end
		end
	st_start_bit:
		begin
			if(counter == txd_bit_per) begin
				n_counter <= 0;
				n_state <= st_data_bits;
				n_data_bit_count <= 0;
			end
			else begin
				RS232_DCE_TXD <= 1'b1;
				n_state <= st_start_bit;
				n_counter <= counter + 1;
			end
		end
	st_data_bits:
		begin
			if(counter == txd_bit_per) begin	
				n_counter <= 0;
				n_data_bit_count <= data_bit_count + 1;
				if(data_bit_count == 7) begin
					n_state <= st_stop_bit;
				end else
					n_state <= st_data_bits;
			end
			else begin
				n_state <= st_data_bits;
				n_counter <= counter + 1;
				RS232_DCE_TXD <= ~tx_data[data_bit_count];
			end
		end
	st_stop_bit:
		begin
			if(counter == txd_bit_per)
				n_state <= st_ready;
			else begin
				RS232_DCE_TXD <= 1'b0;
				n_state <= st_stop_bit;
				n_counter <= counter + 1;
			end
		end
	endcase
end
always @(posedge clock or posedge reset) begin
	if(reset == 1) begin
		state <= st_ready; 
		counter <= 0;
		data_bit_count <= 0;
	end
	else begin
		state <= n_state;
		counter <= n_counter;
		data_bit_count <= n_data_bit_count;
	end
end
endmodule
File: ./run.sh
#!/bin/bash
# OpenROAD 26Q1-2900-gdf79404cd8, Yosys 0.63+post, stock flow scripts
make -C /OpenROAD-flow-scripts/flow DESIGN_CONFIG=/design/flow/config.mk WORK_HOME=/design/flow/orfs finish
==> Changelog: implementation <==
### Implementation results

- Global-route wire length before repair: 12100 um
- Die area: 0.00607 sq mm
- Hold Startpoint: counter[26]$_DFFE_PP0P_
- Distinct lib cells used: 53
- Core outline area: 0.00554 sq mm
- Period minus WS final: 2550 ps
- Number of max-cap violations: 0
- Outcome: finished, final reports clean
- Hold_buf cts: 0
- Setup Buffers After CTS: 0
- Worst path slowest cell: o21ai_2
- Dominant logic cell type in the layout: dfrtp_1
- Kind of critical path: reg -> reg
- GR Util All Layers: 25.8%
- HPWL Detailed: 4700 um
- Relative slew slack: 48.5%
- DR pass1 iterations: 4
- Worst Tran Pin Value: 772 ps
- Synthesized area per cell: 9.03 sq um
- Largest net degree at the start of global routing: 40
- Final hold violations: 0
- Most frequent cells in the layout: dfrtp_1, nand2_1, a31oi_1
- Fp util: 52.0%
- Hold Crit Class: reg -> reg
- Routing usage on met2: 38.4%
- Slew Limit Fails: 0
- WHS Endpoint: counter[26]$_DFFE_PP0P_
- CP arrival: 2690 ps
- Period utilization: 59.2%
- Required @ worst endpoint: 4440 ps
- Endpoints left unconstrained: 12
- EDFF count, synth: 0
- Yosys warns: 1
- Initial DRC Count: 173
- Crit path max fanout: 15
- GP Congestion: 0.851
- Met1 Use GR: 42.8%
- Clock buffer depth: 2
- I/O pin count: 13
- Slowest stage delay, CP: 520 ps
- Fmax: 393 MHz
- Logic area: 0.00163 sq mm
- Cells in synth_stat.txt: 319
- R2R Setup Slk: 1750 ps
- Fraction of layout cells with a size suffix above 1: 9.06%
- Avg Vias per Cell: 6.34
- Largest delay share family, worst path: AND-OR/OR-AND gates
- CP bufs+invs: 2
- Reg clk slew, reported paths: 70 ps
- FILL cells: 508
- Worst reg2reg path depth: 8
- Leakage power: 1.21 nW
- IO Port Bufs: 12
- Row count: 27
- Power density cells: 272 mW/mm^2
- Initial antenna violation count: 0
- Met3 usage: 3.94%
- Area occupied by registers: 0.00108 sq mm
- RSZ-0062 raised after global routing: false
- CTS H-tree lvls: 2
- Post-DRT Antenna Nets: 0
- Worst-Skew Late Latency: 290 ps
- Worst R2R End: counter[3]$_DFFE_PP0P_
- Hold WS: 559 ps
- Worst vdd ir: 0.133 mV
- Count of unclocked register or latch pins: 10
- DR vias: 2485
- CTS Root Cell: clkbuf_8
- Tool warnings: 32
- Crit path capture type: flip-flop
- PostCTS Resize Cnt: 0
- Hold Path Cell Cnt: 1
- Final setup fails: 0
- Post-synthesis chip area from yosys: 0.00288 sq mm
- Num CTS Buffers: 5
- Synth Flop Type: dfrtp_1
- CTS tree: yes
- Worst R2R Start: counter[0]$_DFFE_PP0P_
- Register bit total from synthesis: 47
- Die width: 77.9 um
- DR WL/cell: 17.8 um
- Residual DRC: 0
- Startpoint Class: flip-flop
- Die Ht: 77.9 um
- Total detailed-routing wirelength: 6980 um
- Vias in the first global route: 2403
- Gr busiest metal: met1
- Syn Inst Count: 319
- Ys async rst share: 78.7%
- Crit path cell chain: inv_1 -> ha_1 -> nor4bb_1 -> and4_1 -> a21oi_1 -> buf_4 -> o21ai_2 -> o221ai_1
- Mapped Area: 0.00288 sq mm
- Layout Skew: 8.48 ps
- Total negative slack: 0 ps
- # diodes: 0
- Syn-to-layout area delta: 7.39%
- GRT overflow: 0
==> logic make-up after synthesis <==
| family | count (synthesis) | synth area share, % |
|---|---|---|
| xor+xnor | 5 | 1.52 |
| buf+inv | 36 | 6.04 |
| simple gates | 124 | 25.9 |
| flops | 37 | 32.1 |
| fa+ha+maj | 11 | 4.78 |
| compound gates | 91 | 21.8 |
| latches | 10 | 5.21 |
| mux | 5 | 2.65 |
==> how the worst max path moves through the flow <==
stage | end | depth (start not counted) | from
after CTS | counter[3]$_DFFE_PP0P_ | 8 | counter[0]$_DFFE_PP0P_
after global routing | counter[4]$_DFFE_PP0P_ | 8 | counter[0]$_DFFE_PP0P_
final | counter[3]$_DFFE_PP0P_ | 8 | counter[0]$_DFFE_PP0P_
==> synth_stat cells (2+ instances only) <==
| cell | n | share of area, % |
|---|---|---|
| nand4_1 | 13 | 2.8 |
| nor4_2 | 4 | 1.7 |
| nor3_1 | 13 | 2.3 |
| o221ai_1 | 4 | 1.2 |
| dlxtn_1 | 10 | 5.2 |
| buf_6 | 3 | 1.2 |
| and2_1 | 6 | 1.3 |
| o211ai_1 | 8 | 2.1 |
| nor4_1 | 5 | 1.1 |
| a32oi_1 | 13 | 4.0 |
| a31oi_1 | 18 | 3.9 |
| mux4_2 | 2 | 1.6 |
| and4_1 | 8 | 2.4 |
| nor2_1 | 8 | 1.0 |
| a21oi_1 | 10 | 1.7 |
| nor4b_2 | 2 | 1.0 |
| o21ai_0 | 17 | 3.0 |
| inv_1 | 12 | 1.6 |
| xor2_1 | 5 | 1.5 |
| nand3_1 | 13 | 2.3 |
| nand4_2 | 2 | 0.87 |
| nor3b_1 | 2 | 0.52 |
| nand2_1 | 31 | 4.0 |
| a41oi_1 | 2 | 0.61 |
| dfrtp_1 | 37 | 32 |
| mux2i_1 | 2 | 0.70 |
| ha_1 | 11 | 4.8 |
| a22o_1 | 6 | 1.8 |
| and3_1 | 6 | 1.3 |
| o21ai_1 | 5 | 0.87 |
| clkbuf_1 | 10 | 1.3 |
| buf_2 | 9 | 1.6 |
| or2_2 | 2 | 0.43 |
==> area by class of cell <==
type	instances	share of cell area (%)
Clock buffer	7	2.79
Timing Repair Buffer	18	5.34
Inverter	12	1.46
Multi-Input combinational cell	236	52.7
Sequential cell	47	34.8
Tap cell	72	2.91
==> where the power goes <==
part	switching, mW	internal, mW
Sequential	0.0194	0.374
Combinational	0.126	0.0680
Clock	0.126	0.127
==> layer usage <==
| metal | routed length [um] | vias to the layer above |
|---|---|---|
| li1 | - | 1233 |
| met1 | 3490 | 1181 |
| met2 | 3030 | 67 |
| met3 | 410 | 4 |
| met4 | 46 | 0 |
| met5 | 0 | - |
==> metrics by stage <==
step | setup slack (ps) | cells | utilization, % | total power [mW] | cell area [sq um]
finish | 1750 | 392 | 55.8 | 0.840 | 3090
global route | 1570 | 392 | 55.8 | 0.891 | 3090
CTS | 1720 | 392 | 55.8 | 0.852 | 3090
detailed placement | 1610 | 385 | 54.3 | 0.593 | 3010
global placement | 1620 | 385 | 54.3 | 0.593 | 3010
floorplan | 1350 | 319 | - | 0.532 | 2880
==> state kept, by name, summed over array words and instances, names as in the netlist <==
register	cells
data_bit_count	3
state	2
counter	32
tx_data	8
tx_rdy	1
RS232_DCE_TXD	1
Power figures rest on the tool's default switching activity, not on a simulated workload.
