File: /design/flow/constraint.sdc
current_design RS232_RX

set clk_period 4.8
set clk_io_pct 0.2

create_clock -name clk0 -period $clk_period [get_ports {clock}]

set non_clock_inputs [all_inputs -no_clocks]
set_input_delay [expr $clk_period * $clk_io_pct] -clock clk0 $non_clock_inputs
set_output_delay [expr $clk_period * $clk_io_pct] -clock clk0 [all_outputs]
File: /design/flow/design.v
module RS232_RX
#(
	parameter baud = 9600, mhz = 50
 )
(
	input clock,
	input reset,
	input RS232_DCE_RXD,
	output [7:0] receive_data,
	output reg rx_vld
);
parameter rcv_bit_per = (mhz*1_000_000)/baud;
parameter half_rcv_bit_per = rcv_bit_per/2;
parameter st_ready = 2'b00;
parameter st_start_bit = 2'b01;
parameter st_data_bits = 2'b10;
parameter st_stop_bit = 2'b11;
reg [1:0] state;
reg [1:0] n_state;
reg [31:0] counter;
reg [31:0] n_counter;
reg [2:0] data_bit_count;
reg [2:0] n_data_bit_count;
reg [7:0] rcv_sr;
reg [7:0] n_rcv_sr;
assign receive_data = rcv_sr;
always @(*)
begin
	n_rcv_sr <= rcv_sr;
	n_state <= state;
	n_counter <= counter;
	n_data_bit_count <= data_bit_count;
	rx_vld <= 0;
	if(reset == 1)
		n_rcv_sr <= 0;
	else
	case (state)
	st_ready:
		begin
			n_counter <= 0;
			n_data_bit_count <= 0;
			if(RS232_DCE_RXD == 1)
				n_state <= st_start_bit;
			else
				n_state <= st_ready;
		end
	st_start_bit:
		begin
			if(counter == half_rcv_bit_per) begin
				n_counter <= 0;
				n_state <= st_data_bits;
				n_data_bit_count <= 0;
			end
			else begin
				n_state <= st_start_bit;
				n_counter <= counter + 1;
			end
		end
	st_data_bits:
		begin
			if(counter == rcv_bit_per) begin
				n_counter <= 0;
				n_rcv_sr <= {~RS232_DCE_RXD, rcv_sr[7:1]};
				n_data_bit_count <= data_bit_count + 1;
				if(data_bit_count == 7) begin
					rx_vld <= 1'b1;
					n_state <= st_stop_bit;
				end else
					n_state <= st_data_bits;
			end
			else begin
				n_state <= st_data_bits;
				n_counter <= counter + 1;
			end
		end
	st_stop_bit:
		begin
			if(counter == rcv_bit_per)  
				n_state <= st_ready;
			else begin
				n_state <= st_stop_bit;
				n_counter <= counter + 1;
			end
		end
	endcase
end
always @(posedge clock or posedge reset) begin
	if(reset == 1) begin
		state <= st_ready; 
		rcv_sr <= 0;
		counter <= 0;
		data_bit_count <= 0;
	end
	else begin
		state <= n_state;
		rcv_sr <= n_rcv_sr;
		counter <= n_counter;
		data_bit_count <= n_data_bit_count;
	end
end
endmodule
File: /design/flow/run.sh
#!/bin/bash
# OpenROAD 26Q1-2900-gdf79404cd8, Yosys 0.63+post, stock flow scripts
make -C /OpenROAD-flow-scripts/flow DESIGN_CONFIG=/design/flow/config.mk WORK_HOME=/design/flow/orfs finish
File: /design/flow/config.mk
export PLATFORM = sky130hd
export DESIGN_NAME = RS232_RX
export DESIGN_NICKNAME = RS232_RX
export VERILOG_FILES = /design/flow/design.v
export SDC_FILE = /design/flow/constraint.sdc
export NUM_CORES = 4
export LEC_CHECK = 1
export CORE_UTILIZATION = 30
==> summary.txt <==
Notes on the physical design

Dividing the final minimum period by the clock period gives about four fifths. The largest stage delay on the critical path is about 660 ps. Clock skew on the completed layout was measured at 4.154 ps. The final count of negative-setup-slack endpoints is 0. TritonCTS built the clock tree. The sequential standard cell area is between 1000 and 1500 um^2.

The routed wirelength normalized by instance count is 13.66 um. Looking at the critical path, the single cell with the biggest stage delay is sky130_fd_sc_hd__clkdlybuf4s50_1. Across every metal layer, demand over resource in global routing totals between 10% and 20%.

Detailed routing inserted a total of 2,258 vias. The total number of H-tree levels is 2. The skew report gives the latency at the later pin of the worst-skew pair as about 290 ps.

The overall overflow remaining after global route is 0. The clock root buffer is sky130_fd_sc_hd__clkbuf_8. The number of instances in the synthesized netlist is 309. The number of warning messages in the logs is 26.

According to the report, the first pass of detailed routing completed in 4 iterations. The depth of the most critical reg-to-reg path is 9. Per the synth log, the flip-flop and latch total comes to 47. After detailed routing, the number of remaining DRC violations is 0.

The first global-routing pass estimated about 10000 um of wire. The commonest cells after synthesis are sky130_fd_sc_hd__dfrtp_1 (46), sky130_fd_sc_hd__nand2_1 (41), sky130_fd_sc_hd__nand3_1 (23), sky130_fd_sc_hd__nor2_1 (23), sky130_fd_sc_hd__a21oi_1 (20). The OpenROAD report gives the critical path a required time of 3840 ps. The die boundary width is 96.43 um. The smallest clock period supported by the final layout is computed as 3910 ps. For this run, asynchronously set or reset flops after synthesis account for 100.0%. In this run the remaining antenna-violating nets after routing total 0. Counting the warning lines in the Yosys log gives 1. The total length of routed wires is 5791 um. The via count of the first global-routing pass is 2,126. The library cell with the highest instance count after synthesis is sky130_fd_sc_hd__dfrtp_1. The pre-CTS worst setup slack is ~900 ps. The leakage power total is 1.159 nW. The largest net degree at the start of global routing is ~50.

Input and output buffers added on the ports amount to 11. The top cell type's share of synthesized area is a little over two fifths. The most frequent cell on the critical path is sky130_fd_sc_hd__clkdlybuf4s50_1.

The number of maximum-capacitance violations recorded for the run is 0. The maximum clock frequency is 0.2558 GHz. According to the floorplan report, the total die area is a little over 9000 um^2. Post-synth the commonest register cell is sky130_fd_sc_hd__dfrtp_1. The area used by multi-input combinational logic is roughly 1400 um^2. In this run, CTS created clock tree buffers numbering 5. Post-CTS timing repair inserted 0 buffers for setup. Setup repair after global routing left no endpoint under its margin. For the pin with the worst max-slew slack, the measured transition is 660.6 ps. The total cell area reported by yosys after synthesis is between 2000 and 3000 um^2.

The script computed a power per unit cell area of 304.6 nW/um^2. RePlAce ended its routability-driven mode at a weighted congestion of 0.8204. The number of synthesized flops with an enable pin is 0.

STA classifies the critical path startpoint as an input pin. The endpoint class of the critical path is a primary output. The netlist area before placement is approximately 2700 um^2. The run finished with clean final reports. The die boundary height is 96.43 um. The violation tally recorded at the end of detailed-routing iteration 0 is 99.

Ranked by total cell area, the synthesized netlist is headed by sky130_fd_sc_hd__dfrtp_1 (43%), sky130_fd_sc_hd__nand2_1 (5.8%), sky130_fd_sc_hd__mux2i_1 (4.5%). The number of diodes is 0. The routed design shows a via density per instance of ~5.3. The number of library cell types mapped by synthesis is 46. Per the run report, area growth between synthesis and finish was 11.32%. The critical path in this run is classified as input pin to primary output. In this run the VDD rail shows a maximum IR drop of 0.1198 mV. The number of core rows is 34. According to the floorplan report, the placeable core area is 8678 um^2. In the placement report, post-DP HPWL is listed as 3928 um. For this design, Yosys synthesis ends with a cell count of 309.

Across all checked pins, the minimum headroom to the slew limit is a little under three fifths. The critical-path maximum fanout is 14. The depth of the worst hold-timing path is 2. For reference, the critical path cell chain is clkdlybuf4s50_1 -> nor4_1 -> and3_1 -> clkdlybuf4s50_1. The clock-pin slew on the worst setup and hold paths is 80 ps. Adding up every negative setup slack in the final design gives 0 ps. Pin placement for this block handled 12 I/O pins. Averaged over all synthesized cells, the footprint is 8.657 um^2.

The number of buffers added to fix hold violations after cts is 0. Per the final report, max-transition violations number 0. The longest clock path from root to sink contains 2 buffers. The layout summary lists the proportion of cells stronger than drive strength 1 as 6.013%.

The final setup slack of the worst path is 890.0 ps. For this design, the sink count on the clock tree is 47. The initial antenna violation count is 0. The sequential share of the synthesized area is roughly 44%. Note that the worst hold path type here is flop to flop.

The effective utilization at floorplan is 30.82%. The synthesized design spends more area on one cell type than any other, namely sky130_fd_sc_hd__dfrtp_1. The setup slack of the worst register-to-register path is ~2000 ps. Post-CTS repair ended up resizing 0 cells. The number of fill cells in the layout is 872. The tightest hold path in the finished design has a slack of 499.8 ps. The number of hold violations in the final report is 0. The arrival time of data at the worst endpoint is listed as between 2000 and 3000 ps.
[sequential cells by signal, summed over array words and instances (netlist names)]
name,count
state,4
counter,32
rcv_sr,8
data_bit_count,3
[layer usage]
| layer | global-route usage, % | part of all wire, % | wire, um |
|---|---|---|---|
| met2 | 21.63 | 44 | 2566 |
| met1 | 21.18 | 51 | 2969 |
| met4 | 1.348 | 0.22 | 13 |
| met3 | 2.307 | 4.2 | 241 |
| met5 | 0 | 0 | 0 |
[placed cells by master (no fill, tap or decap), types with 2 or more instances in the layout]
cell / instances
sky130_fd_sc_hd__nand2b_1: 4
sky130_fd_sc_hd__o31ai_1: 3
sky130_fd_sc_hd__o211ai_1: 2
sky130_fd_sc_hd__a21oi_1: 20
sky130_fd_sc_hd__nor4bb_1: 2
sky130_fd_sc_hd__buf_4: 4
sky130_fd_sc_hd__o21ai_1: 12
sky130_fd_sc_hd__and3_1: 5
sky130_fd_sc_hd__dfrtp_1: 46
sky130_fd_sc_hd__nand3_1: 23
sky130_fd_sc_hd__or3_1: 10
sky130_fd_sc_hd__a31oi_1: 5
sky130_fd_sc_hd__ha_1: 4
sky130_fd_sc_hd__nor3b_1: 2
sky130_fd_sc_hd__clkbuf_8: 7
sky130_fd_sc_hd__nor4_1: 6
sky130_fd_sc_hd__nand4_1: 13
sky130_fd_sc_hd__nand2_1: 41
sky130_fd_sc_hd__nor2_1: 23
sky130_fd_sc_hd__o21ai_0: 4
sky130_fd_sc_hd__clkdlybuf4s50_1: 11
sky130_fd_sc_hd__mux2i_1: 12
sky130_fd_sc_hd__nor3_1: 8
sky130_fd_sc_hd__a22oi_1: 9
sky130_fd_sc_hd__and2_1: 4
sky130_fd_sc_hd__inv_1: 13
sky130_fd_sc_hd__a22o_1: 2
[logic make-up (layout without fill, tap and decap cells)]
logic type | Yosys count | after routing | synth area share [%]
adders and majority gates | 4 | 4 | 1.871
and+or+nand+nor | 152 | 152 | 30.36
DFF | 47 | 47 | 44.01
muxes | 12 | 12 | 4.490
xor gates and xnor gates | 1 | 1 | 0.3275
AOI/OAI and AO/OA | 63 | 63 | 14.27
buffers and inverters | 30 | 37 | 4.677
[area by class of cell]
class	instances	share of cell area [%]
tap	108	4.538
inverter	14	1.765
sequential	47	39.54
timing repair buffer	15	4.706
clock buffer	8	3.361
multi-input combinational	232	46.09
[final timing paths]
check	start	end
hold / removal	data_bit_count[2]$_DFFE_PP0P_	data_bit_count[2]$_DFFE_PP0P_
hold reg to reg	data_bit_count[2]$_DFFE_PP0P_	data_bit_count[2]$_DFFE_PP0P_
setup / recovery	reset	rx_vld
max in group asynchronous	reset	counter[20]$_DFFE_PP0P_
min in group asynchronous	reset	counter[22]$_DFFE_PP0P_
setup reg to reg	counter[0]$_DFFE_PP0P_	counter[17]$_DFFE_PP0P_
[critical path: cells and delay by family]
family / cells / cell delay (ps)
simple gates: 2 / 870
buf+inv: 2 / 1120
[report_power, final]
group,switching [mW],internal (mW)
Combinational,0.0914,0.0629
Sequential,0.0626,0.430
Clock,0.129,0.132
[stage by stage]
step	utilization, %	std cells	total power, mW	cell area (um^2)
global placement	33.16	416	0.6510	2878
CTS	34.31	424	0.9188	2978
detailed placement	33.16	416	0.6542	2878
global route	34.31	424	0.9691	2978
floorplan	-	309	0.6175	2675
finish	34.31	424	0.9072	2978
Power is estimated from default activity; no workload was simulated.
